$ cat /design/flow/run.sh
#!/bin/bash
# OpenROAD 26Q1-2900-gdf79404cd8, Yosys 0.63+post, stock flow scripts
make -C /OpenROAD-flow-scripts/flow DESIGN_CONFIG=/design/flow/config.mk WORK_HOME=/design/flow/orfs finish
$ cat /design/flow/config.mk
export PLATFORM = sky130hd
export DESIGN_NAME = simpleton_pitanga
export DESIGN_NICKNAME = simpleton_pitanga
export VERILOG_FILES = /design/flow/design.v
export SDC_FILE = /design/flow/constraint.sdc
export NUM_CORES = 4
export LEC_CHECK = 1
export CORE_UTILIZATION = 30
$ cat /design/flow/constraint.sdc
current_design simpleton_pitanga

set clk_period 5.1
set clk_io_pct 0.2

create_clock -name clk0 -period $clk_period [get_ports {clk}]

set non_clock_inputs [all_inputs -no_clocks]
set_input_delay [expr $clk_period * $clk_io_pct] -clock clk0 $non_clock_inputs
set_output_delay [expr $clk_period * $clk_io_pct] -clock clk0 [all_outputs]
$ cat /design/flow/design.v
module simpleton_pitanga(clk, rst
, ContentMem0, ContentMem1, oEndMem_MS, oEndMem_7s
, oMem128_7s
, oEA, SelPC, EnREM, SelMem, Write, OpULA, EnAC
);
    input       clk;         
    input       rst;         
	 output [2:0] oEA;
	 output [6:0] ContentMem0, ContentMem1, oEndMem_7s;  
	 output oEndMem_MS;
	 output [6:0] oMem128_7s;  
	 wire [7:0] wMem128;
        output SelPC, EnREM, SelMem, Write, OpULA, EnAC;
        wire  z, EnPC;
	 assign z=1'b0;
	 wire [7:0] DregPC;  
	 wire [7:0] QregPC;  
	 wire [7:0] PCm1;  
	 wire [7:0] Qrem;  
	 wire [7:0] EndMem;  
	 wire [7:0] OutMem;  
	 wire [7:0] DregAC;  
	 wire [7:0] QregAC;  
	display7seg disp_EndMemPC(.in(EndMem[3:0]), .out(oEndMem_7s));
        display7seg disp_ContentMem0(.in(OutMem[3:0]), .out(ContentMem0));
        display7seg disp_ContentMem1(.in(OutMem[7:4]), .out(ContentMem1));
	display7seg disp_Mem128(.in(wMem128[3:0]), .out(oMem128_7s));
	 assign oEndMem_MS=EndMem[7];
     mais_um_pit incrementapc(.a(QregPC), .s(PCm1));
     mux21_8b_pit muxpc(.sel(SelPC), .e1(PCm1), .e0(OutMem), .saida(DregPC));
     mux21_8b_pit muxmemoria(.sel(SelMem), .e1(QregPC), .e0(Qrem), .saida(EndMem));
     reg8_pit REM(.clk(clk), .rst(rst), .set(z), .cen(EnREM), .d(OutMem), .q(Qrem));
     reg8_pit PC(.clk(clk), .rst(rst), .set(z), .cen(EnPC), .d(DregPC), .q(QregPC));
     reg8_pit AC(.clk(clk), .rst(rst), .set(z), .cen(EnAC), .d(DregAC), .q(QregAC));
     memoria_pit memoria_neandreis(.write(Write), .clk(clk), .rst(rst), .address(EndMem), 
										.din(QregAC), .dout(OutMem), .oMem128(wMem128));
     ula_pit ula_neandreis(.a(OutMem), .b(QregAC), .op(OpULA), .s(DregAC));
     controle_simpleton_pit cs(.clk(clk), .rst(rst), .inst_in(OutMem[7:4]), 
									.selPC(SelPC), .enPC(EnPC), .selMEM(SelMem), .enREM(EnREM), 
									.write(Write), .opULA(OpULA), .enAC(EnAC), .oEA(oEA));
     endmodule
module mais_um_pit(a, s);
    input [7:0]	a;
    output[7:0]	s;
	 assign s = a+1;
endmodule
module mux21_8b_pit(sel, e1, e0, saida);
	 input	sel;
    input [7:0]	e1;
	 input [7:0]	e0;
    output[7:0]	saida;
	 assign saida =(sel) ? e1 :  e0;
endmodule
module reg8_pit(clk, rst, set, cen, d, q);
    input clk, rst, set, cen;
	 input [7:0] d;
    output reg [7:0] q;
    always@(posedge clk, posedge rst) begin
        if(rst)
            q <= 8'b00000000;
        else if(set)
            q <= 8'b11111111;
        else if(cen)
            q <= d;
        else
            q <= q;
    end
endmodule
module memoria_pit(
    input write,
	 input clk,
	 input rst,
    input [7:0] address,       
	 input [7:0] din,
    output  [7:0] dout,
	 output  [7:0] oMem128
	 );    
	wire [7:0] saida_rom;
	wire [7:0] saida_ram;
	wire enable;
	wire zero, nrst;
	not (nrst, rst);
	and (zero, nrst, rst);
	and(enable, address[7], write);
   rom_prog_pit rp(.address(address), .content(saida_rom));
	reg8_pit r(.d(din), .q(saida_ram), .clk(clk), .rst(rst), .set(), .cen(enable));
	mux21_8b_pit m8b(.e0(saida_rom), .e1(saida_ram), .sel(address[7]), .saida(dout));
	assign oMem128 = saida_ram;
endmodule
module rom_prog_pit(
    input [7:0] address,       
    output  [7:0] content);    
   wire [7:0] naddress;
   wire [7:0] minterm;
   not(naddress[0], address[0]);
   not(naddress[1], address[1]);
   not(naddress[2], address[2]);
   not(naddress[3], address[3]);
   not(naddress[4], address[4]);
   not(naddress[5], address[5]);
   not(naddress[6], address[6]);
   not(naddress[7], address[7]);
   and(minterm[0], naddress[2], naddress[1], naddress[0]);
   and(minterm[1], naddress[2], naddress[1],  address[0]);
   and(minterm[2], naddress[2],  address[1], naddress[0]);
   and(minterm[3], naddress[2],  address[1],  address[0]);
   and(minterm[4],  address[2], naddress[1], naddress[0]);
   and(minterm[5],  address[2], naddress[1],  address[0]);
   and(minterm[6],  address[2],  address[1], naddress[0]);
   and(minterm[7],  address[2],  address[1],  address[0]);
   or(content[0], minterm[1], minterm[3], minterm[7]);
   or(content[1], minterm[1], minterm[3]);
   or(content[2], minterm[1], minterm[3], minterm[7]);
   and(content[3], address[0], naddress[0]);  
   or(content[4], minterm[2], minterm[4], minterm[6]);
   or(content[5], minterm[0], minterm[2], minterm[6]);
   buf(content[6], minterm[6]);
   or(content[7], minterm[5], minterm[6]);
endmodule
module ula_pit(a, b, op, s);
    input [7:0]	a;
	 input [7:0]	b;
	 input 	op;
    output[7:0]	s;
	 wire [7:0]	soma;
	 assign soma = a+b;
	 assign s =(op) ? soma :  a;
endmodule
module controle_simpleton_pit(clk, rst, inst_in, selPC, enPC, selMEM, enREM, write, opULA, enAC, oEA);
	 input clk;
	 input rst;
    input [3:0]	inst_in;
    output	selPC;
	 output	enPC;
	 output	selMEM;
	 output	enREM;
	 output	write;
	 output	opULA;
	 output	enAC;
	 output  [2:0] oEA;
	 wire enable;
	 wire [4:0] entradas_cc;
	 wire [2:0] PE;
	 reg [2:0] EA;
	 nor (enable, EA[2], EA[1], EA[0]);
	 wire [1:0] inst_temp;
	 trad_inst_pit tradutor(.clk(clk), .enable(enable), .inst_in(inst_in), .inst_out(inst_temp));
	 assign entradas_cc[4:3] = inst_temp;
	 assign entradas_cc[2:0] = EA;
	 assign oEA=EA;
    assign PE =
                (entradas_cc == 5'b00000)  ?   3'b000:
                (entradas_cc == 5'b00001)  ?   3'b000: 
                (entradas_cc == 5'b00010)  ?   3'b000: 
		(entradas_cc == 5'b00011)  ?   3'b000:
                (entradas_cc == 5'b00100)  ?   3'b000: 
		(entradas_cc == 5'b01000)  ?   3'b001:
                (entradas_cc == 5'b01001)  ?   3'b100: 
                (entradas_cc == 5'b01010)  ?   3'b000: 
		(entradas_cc == 5'b01011)  ?   3'b000:
                (entradas_cc == 5'b01100)  ?   3'b000: 
		(entradas_cc == 5'b10000)  ?   3'b001:
                (entradas_cc == 5'b10001)  ?   3'b010: 
                (entradas_cc == 5'b10010)  ?   3'b000: 
		(entradas_cc == 5'b10011)  ?   3'b000:
                (entradas_cc == 5'b10100)  ?   3'b000: 
		(entradas_cc == 5'b11000)  ?   3'b001:
                (entradas_cc == 5'b11001)  ?   3'b011: 
                (entradas_cc == 5'b11010)  ?   3'b000: 
		(entradas_cc == 5'b11011)  ?   3'b000:
                (entradas_cc == 5'b11100)  ?   3'b000: 
                3'b101;  
    assign enPC =
                (entradas_cc == 5'b00000)  ?   1'b0:
                (entradas_cc == 5'b00001)  ?   1'b0: 
                (entradas_cc == 5'b00010)  ?   1'b0: 
		(entradas_cc == 5'b00011)  ?   1'b0:
                (entradas_cc == 5'b00100)  ?   1'b0: 
		(entradas_cc == 5'b01000)  ?   1'b1:
                (entradas_cc == 5'b01001)  ?   1'b1: 
                (entradas_cc == 5'b01010)  ?   1'b0: 
		(entradas_cc == 5'b01011)  ?   1'b0:
                (entradas_cc == 5'b01100)  ?   1'b0: 
		(entradas_cc == 5'b10000)  ?   1'b1:
                (entradas_cc == 5'b10001)  ?   1'b1: 
                (entradas_cc == 5'b10010)  ?   1'b0: 
		(entradas_cc == 5'b10011)  ?   1'b0:
                (entradas_cc == 5'b10100)  ?   1'b0: 
		(entradas_cc == 5'b11000)  ?   1'b1:
                (entradas_cc == 5'b11001)  ?   1'b1: 
                (entradas_cc == 5'b11010)  ?   1'b0: 
		(entradas_cc == 5'b11011)  ?   1'b0:
                (entradas_cc == 5'b11100)  ?   1'b0: 
                1'b0;  
wire [5:0] saidas;	
assign saidas =
                (EA == 3'b000)  ?   6'b110000:  
                (EA == 3'b001)  ?   6'b111000:  
                (EA == 3'b010)  ?   6'b100001:  
		(EA == 3'b011)  ?   6'b100011:  
                (EA == 3'b100)  ?   6'b100100:  
                                    6'b000000;  
buf(selPC, saidas[5]);
buf(selMEM, saidas[4]);
buf(enREM, saidas[3]);
buf(write, saidas[2]);
buf(opULA, saidas[1]);
buf(enAC, saidas[0]);
always@(posedge clk) begin
       if (rst)
            EA <= 3'b000;   
		 else
		      EA <=  PE;
end	
endmodule
module trad_inst_pit(clk, enable, inst_in, inst_out);
	 input clk;
	 input enable;
    input [3:0]	inst_in;
    output[1:0]	inst_out;
	 wire [1:0] inst_temp_variavel;
	 wire [1:0] inst_temp_registrado;
	 reg [1:0] inst_reg; 	
    assign inst_temp_variavel =
                (inst_in == 4'b1111)  ?   2'b00:  
                (inst_in == 4'b0001)  ?   2'b01:  
                (inst_in == 4'b0010)  ?   2'b10:  
					 (inst_in == 4'b0011)  ?   2'b11:  
                                          2'b00;  
	assign inst_temp_registrado=inst_reg;												
	assign inst_out =
	  (enable) ? inst_temp_variavel : inst_temp_registrado;
	always@(posedge clk) begin
       if (enable)
            inst_reg <= inst_temp_variavel;    
   end	
endmodule
module display7seg(in, out);
    input [3:0]	in;
    output[6:0]	out;
    assign out =
                (in == 4'b0000)  ?   7'b1111110:
                (in == 4'b0001)  ?   7'b0110000:
                (in == 4'b0010)  ?   7'b1101101:
                (in == 4'b0011)  ?   7'b1111001:
                (in == 4'b0100)  ?   7'b0110011:
                (in == 4'b0101)  ?   7'b1011011:
                (in == 4'b0110)  ?   7'b1011111:
                (in == 4'b0111)  ?   7'b1110000:
                (in == 4'b1000)  ?   7'b1111111:
                (in == 4'b1001)  ?   7'b1111011:
                (in == 4'b1010)  ?   7'b1110111:
                (in == 4'b1011)  ?   7'b0011111:
                (in == 4'b1100)  ?   7'b1001110:
                (in == 4'b1101)  ?   7'b0111101:
                (in == 4'b1110)  ?   7'b1001111:
                                     7'b1000111;
endmodule
==> impl_results.rst <==
Physical design figures
=======================

.. list-table::
   :header-rows: 1

   * - Metric
     - Value
   * - Result of the run
     - finished clean
   * - Dpl cells
     - 545
   * - Sequential cell area
     - 865.8 um2
   * - Capturing point of the worst reg2reg path
     - AC.q[7]
   * - Fraction of layout instances using a drive strength above 1
     - 0.07857
   * - Non-Filler Cell Area, Final
     - 3608 um2
   * - Longest individual stage delay on the worst path
     - 0.63 ns
   * - Launch point of the worst path
     - cs.EA[2]
   * - Max-slew headroom at the worst pin
     - 0.4832
   * - Number of distinct library cells after synthesis
     - approximately 65
   * - Remaining global-route overflow
     - 0
   * - HP Start
     - AC.q[3]
   * - CP endpoint kind
     - output pin
   * - Number of standard cells in the final layout excluding fillers
     - ~550
   * - Post-route clock skew
     - 0.01124 ns
   * - Final critical delay including setup and external delays
     - 4.706 ns
   * - Clock latency on the worst-skew pair
     - 0.29 ns
   * - Die height
     - approximately 100 um
   * - Vias per inst
     - 5.360
   * - Fin. Hold Viols
     - 0
   * - First-pass GRT wire length
     - 13390 um
   * - Cts hold-fix bufs
     - 0
   * - Clock tree from TritonCTS
     - done
   * - I/O pin count
     - 40
   * - Dominant logic cell types in the final layout
     - sky130_fd_sc_hd__nand2_1, sky130_fd_sc_hd__a21oi_1, sky130_fd_sc_hd__clkdlybuf4s50_1
   * - Yosys cell count
     - 393
   * - Ys flop type
     - sky130_fd_sc_hd__dfrtp_1
   * - Warning count from the yosys run
     - 4
   * - Clock root buffer
     - sky130_fd_sc_hd__clkbuf_8
   * - Async S/R FF share, synth
     - 0.8286
   * - Post-cts sizing count
     - 0
   * - Fill cell instance count of the final layout
     - 984
   * - DRC violation count after routing
     - 0
   * - Most frequent cell on the critical path
     - sky130_fd_sc_hd__nand2_1
   * - Synth area leaders
     - sky130_fd_sc_hd__dfrtp_1, sky130_fd_sc_hd__a21oi_1, sky130_fd_sc_hd__o21ai_0
   * - Count of port buffers added during placement
     - 39
   * - Hold endpoint
     - memoria_neandreis.r.q[3]
   * - Routed WL
     - between 7000 and 8000 um
   * - Cell depth of the worst flop-to-flop path
     - 15
   * - Wire length per cell
     - 14.46 um
   * - Post-synthesis area per instance
     - 7.628 um2
   * - Pwr dens
     - 711.6 nW/um2
   * - Setup repair after global routing missed its margin
     - no
   * - Synth top area share
     - 0.2421
   * - Placeable core region
     - 9729 um2
   * - Final Max Slew Viols
     - 0
   * - Max-Cap Viols
     - 0
   * - Leakage Power
     - 1.516 nW
   * - Worst reg2reg setup slack
     - 0.98 ns
   * - CTS max path bufs
     - 2
   * - Count of cells along the worst hold path
     - 0
   * - Final clock period utilization by the worst path
     - 0.9228
   * - Post-Synthesis Cell Area
     - 2998 um2
   * - Dominant cell type by area after synthesis
     - sky130_fd_sc_hd__dfrtp_1
   * - Achievable frequency
     - between 200 and 250 MHz
   * - Flip-flop and latch count after synthesis
     - 35
   * - Number of standard-cell rows in the floorplan
     - 36
   * - Placer Congestion
     - 0.8687
   * - Post-route ant nets
     - 0
   * - Sequence of cells on the critical path
     - or2_4, inv_6, a21boi_1, nand2_1, a22oi_1, inv_1, nand2_1, a21oi_1, a31oi_1, clkdlybuf4s50_1
   * - Crit path max fanout
     - 17
   * - Chip area
     - 10400 um2
   * - # diodes
     - 0
   * - Number of synthesized flops with an enable pin
     - 2
   * - Aggregate negative setup slack
     - 0 ns
   * - Post-synth seq share
     - 0.2888
   * - Starting Density
     - 0.3081
   * - Die extent in x
     - 102.0 um
   * - Post-route total power
     - 0.002568 W
   * - Most common cell after layout, fill and taps aside
     - sky130_fd_sc_hd__nand2_1
   * - CP max-delay cell
     - sky130_fd_sc_hd__a22oi_1
   * - Maximum vdd ir drop
     - 193.1 uV
   * - DRC violation total after the first TritonRoute iteration
     - 187
   * - WP data required
     - 4.08 ns
   * - Clock tree sinks
     - 35
   * - Initial antenna violation count
     - 0
   * - Registers with the most flip-flops
     - AC.q (8), PC.q (8), memoria_neandreis.r.q (8)
   * - Pre-antenna DRT Iters
     - 5
   * - Area of the multi-input gates
     - 1896 um2
   * - Via count of the first global-routing pass
     - ~2700
   * - Worst min path class
     - reg2reg
   * - Finish-stage setup viols
     - 0
   * - Clock slew at the register clock pins of the worst setup and hold paths
     - 0.08 ns
   * - Transition time of the tightest slew-check pin
     - 0.7752 ns
   * - YS chip area
     - 2998 um2
   * - Post-DP HPWL
     - 5827 um
   * - Stage-log warning count
     - 25
   * - Maximum number of pins on one net before global-route repair
     - 32
   * - Placed standard-cell area
     - 3473 um2
   * - P&R area growth vs syn
     - 20.37%
   * - Startpoint type of the worst setup path
     - register
   * - Reg-to-reg startpoint
     - cs.EA[2]
   * - Post-synthesis instance total
     - 393
   * - Arrival time of the worst setup path
     - around 3.7 ns
   * - Setup Crit Path Kind
     - reg2out
   * - Number of setup buffers added after CTS
     - 0
   * - Tot GR Track Use
     - 0.1649
   * - Core occupancy in the finished layout
     - 0.3709
   * - CTS H-tree depth
     - 2
   * - Number of buffers inserted during clock tree synthesis
     - 5
   * - Total number of vias
     - 2964
[through the flow]
stage | hold WS, ns | worst slack, ns
after floorplan | 0.3774 | 1.400
after global placement | 0.3899 | 0.8856
after detailed placement | 0.3957 | 0.7939
after CTS | 0.4155 | 0.4553
after global routing | 0.4336 | 0.1076
final | 0.4101 | 0.3939
[report_power, final]
group	leakage (nW)	internal (W)	total (W)	switching [W]
clock	0.0687	0.000195	0.000301	0.000106
sequential	0.432	0.000372	0.000507	0.000134
combinational	1.01	0.000854	0.00176	0.000906
[cell usage after synthesis (4+ instances only)]
master and n:
sky130_fd_sc_hd__o21ai_0 37, sky130_fd_sc_hd__dfrtp_1 29, sky130_fd_sc_hd__nand2b_1 6, sky130_fd_sc_hd__nor2_1 36, sky130_fd_sc_hd__nor2b_1 4, sky130_fd_sc_hd__inv_1 25, sky130_fd_sc_hd__nor3_1 17, sky130_fd_sc_hd__a211oi_1 8
sky130_fd_sc_hd__xnor2_1 10, sky130_fd_sc_hd__nand2_1 43, sky130_fd_sc_hd__clkbuf_1 18, sky130_fd_sc_hd__a21oi_1 39, sky130_fd_sc_hd__a32oi_1 4, sky130_fd_sc_hd__a31oi_1 5, sky130_fd_sc_hd__ha_1 8, sky130_fd_sc_hd__dfxtp_1 4
sky130_fd_sc_hd__nand3_1 11, sky130_fd_sc_hd__mux2i_1 4, sky130_fd_sc_hd__or3_1 7, sky130_fd_sc_hd__buf_2 5, sky130_fd_sc_hd__o211ai_1 7
[metal layers]
metal	routed length, um	GRT usage	part of all wire	up-vias
li1	-	-	-	1471
met5	0	0	0	-
met2	3752	0.2654	0.47	89
met1	3641	0.2334	0.46	1388
met3	422	0.03060	0.053	16
met4	178	0.04066	0.022	0
[final cells by class]
type | count | share of cell area
sequential | 35 | 0.2399
timing repair buffer | 45 | 0.1207
tap | 133 | 0.04612
clock buffer | 5 | 0.01907
clock inverter | 3 | 0.01838
multi-input combinational | 304 | 0.5253
inverter | 28 | 0.03051
[critical path: cells and delay by family, from the launching register on]
kind | cells | cell delay (ns)
and+or+nand+nor | 3 | 0.71
DFF | 1 | 0.55
buffers and inverters | 3 | 0.80
AOI/OAI and AO/OA | 4 | 1.33
[kinds of logic after synthesis]
| logic type | count (synthesis) | share of synthesized area |
|---|---|---|
| AND-OR/OR-AND | 138 | 0.3084 |
| AND/OR/NAND/NOR | 138 | 0.2183 |
| buffers and inverters | 54 | 0.07888 |
| flip-flops | 35 | 0.2888 |
| XOR/XNOR | 11 | 0.03214 |
| adder cells (fa/ha/maj) | 9 | 0.04007 |
| multiplexers | 8 | 0.03339 |
[worst max path at each step]
stage | endpoint | slack, ns | cells past startpoint
4_1_cts | ContentMem1[3] | 0.46 | 10
5_1_grt | ContentMem1[3] | 0.11 | 10
6_report | ContentMem1[3] | 0.39 | 10
Power and IR drop assume default switching activity.
